[flow/design.v]
`default_nettype none
module dual_port_ram #(parameter ADDR_WIDTH = 5, DATA_WIDTH = 32) (
          input wire [ADDR_WIDTH - 1 : 0]       waddr, 
          input wire [ADDR_WIDTH - 1 : 0]       raddr,
          input wire [DATA_WIDTH - 1 : 0]       din,
          input wire                            write_en, 
          input wire                            clk, 
          output reg [DATA_WIDTH - 1 : 0]       dout
);
        reg [DATA_WIDTH - 1 : 0] mem [(2**ADDR_WIDTH) - 1 : 0]  ;
        always @(posedge clk) begin
            if (write_en) begin
                mem[waddr] <= din;
            end
            dout <= mem[raddr] ;
        end
        initial begin
            mem[2] = 32'h807FFFF8;
        end
endmodule
`default_nettype wire
[flow/run.sh]
#!/bin/bash
# OpenROAD 26Q1-2900-gdf79404cd8, Yosys 0.63+post, stock flow scripts
make -C /OpenROAD-flow-scripts/flow DESIGN_CONFIG=/design/flow/config.mk WORK_HOME=/design/flow/orfs finish
[flow/config.mk]
export PLATFORM = sky130hd
export DESIGN_NAME = dual_port_ram
export DESIGN_NICKNAME = dual_port_ram
export VERILOG_FILES = /design/flow/design.v
export SDC_FILE = /design/flow/constraint.sdc
export NUM_CORES = 4
export LEC_CHECK = 1
export CORE_UTILIZATION = 30
[flow/constraint.sdc]
current_design dual_port_ram

set clk_period 4.3
set clk_io_pct 0.2

create_clock -name clk0 -period $clk_period [get_ports {clk}]

set non_clock_inputs [all_inputs -no_clocks]
set_input_delay [expr $clk_period * $clk_io_pct] -clock clk0 $non_clock_inputs
set_output_delay [expr $clk_period * $clk_io_pct] -clock clk0 [all_outputs]
==> results.txt <==
The full implementation flow was run.

The total iterations of the first detailed-routing run stands at 24. The post-route total power stands at 21.88 mW. The via count of the first global-routing pass came to 21508. TritonCTS built the clock tree. Yosys attributes the largest share of cell area to edfxtp_1, mux2i_1, a22oi_1. The clock reaches the later pin of the worst-skew pair after ~0.66 ns.

For this run, the number of Yosys warnings is 1. The critical path is of the in -> reg type. The worst path needs 2.702 ns of the cycle, external delays included. The worst reg-to-reg setup slack stands at ~3 ns. The number of antenna violations at the first check in global routing stands at 3. Counting every instance in the synthesized netlist gives 2260.

The wire-length estimate of the detail-placed layout is ~58000 um. The proportion of synthesized chip area in sequential cells stands at ~78%. Setup slack closes at between 1.5 and 2 ns. The worst-case clock skew stands at ~0.029 ns. Per the detail_route report, inserted antenna diodes total 0.

The largest total area in the synthesized netlist belongs to edfxtp_1. The port buffer count stands at roughly 75. The clock passes through at most 3 buffers. The TritonCTS buffer count stands at ~110. The pin count of the biggest net entering global routing stands at around 73. Yosys reports that the most numerous cell types are edfxtp_1, mux2i_1, nand2_1, nand3_1. The area of all sequential standard cells stands at about 0.031 mm^2.

The maximum net fanout on the critical path stands at between 40 and 50. After synthesis, the netlist uses 25 different library cells. Buffers added to address setup during post-CTS repair amount to 0. In this run the layout overhead on the synthesized area is reported as 17.60%. The H-tree depth reported by CTS stands at 3.

The starting density of the core stands at a little under a third. The count of endpoints failing hold in the final timing report stands at 0. The die outline area stands at about 0.14 mm^2.

The min-delay analysis places its worst path in the category reg -> reg. After floorplanning, the core was divided into approximately 130 placement rows. The horizontal die dimension stands at approximately 370 um.

The peak supply drop stands at 343.3 uV. The netlist area before placement stands at just over 0.04 mm^2. Detailed routing inserted a total of between 20000 and 25000 vias.

Setup repair after global routing left no endpoint under its margin. The flow ran to the end, and the final reports show no timing, DRC or antenna violations. The relative slew slack stands at a little under two fifths. The most common cell in the synthesized netlist is edfxtp_1.

The I/O pin count stands at 76. In this run the clock root is driven by a clkbuf_16. Per the layout area report, the combinational gate area comes to 0.008610 mm^2. Per the gpl log, the routability congestion estimate is between 0.8 and 0.9.

The worst setup path is captured at a flop. The number of pins with negative max-slew slack in the final report stands at 0. The area share of the largest cell type after synthesis stands at 75.95%. Once the clock tree was built, the resizer swapped 0 gates to a different size. After synthesis, the chip area reported by Yosys is 0.04049 mm^2. The total grt overflow stands at 0. The count of final setup violators stands at 0. Among all flip-flop cells after synthesis, the most frequent one is edfxtp_1. The number of logged tool warnings stands at 26. The post-synth count of flops with an enable pin is around 1000. The via density per instance stands at roughly 4.8.

The post-detailed-routing wire length stands at 100800 um. The total power divided by cell area stands at between 400 and 500 mW/mm^2. The data required time at the worst endpoint stands at 4.82 ns. The initial DRC count stands at roughly 1500. The transition time recorded at the tightest slew-check pin is roughly 0.93 ns. The post-route core utilization stands at 35.63%.

The total number of clock tree sinks stands at around 1100. The synthesized area divided by synthesized cell count stands at 17.91 um^2. Cells with a size suffix above 1 make up 12.50% of the layout. The placeable core region stands at 0.1336 mm^2. The quantity of hold-fixing buffers added after cts stands at 0. The filler cells instantiated in the layout total around 12000.

Once synthesis finished, the tally of register bits stood at ~1100. In this run the remaining antenna-violating nets after routing total 0. The detail-routed net length per standard cell stands at around 23 um. The highest clock rate this design can be run at is around 0.37 GHz.

In the finished design, the share of the clock period the worst path needs comes to between 60% and 70%. After detailed routing, the number of remaining DRC violations is 0. The critical path data arrival time stands at ~3.2 ns. The tool flagged a number of max-cap violations equal to 0.

From bottom edge to top edge, the die measures around 370 um. The final sum of negative setup slack stands at 0 ns. The wire length of the first global-routing pass stands at 147000 um. The cell leakage power stands at 16.25 nW. The clock-pin slew on the worst setup and hold paths stands at ~0.060 ns.

For this run, asynchronously set or reset flops after synthesis account for 0%. The worst setup path is launched from a primary input. Timing analysis after detailed placement gives a worst setup slack of roughly 0.90 ns. The number of cells reported by Yosys stat comes to roughly 2300. The aggregate global-route resource usage stands at approximately 16%.
## critical path: stages
cell             delay (ns)
clkdlybuf4s50_1        0.62
and2_4                 0.53
buf_4                  0.57
a22o_1                 0.25
nor3_1                 0.05
a31oi_1                0.19
nand3_1                0.10
## cell families after synthesis
group	Yosys count	synth area share, %
flops	1056	77.53
mux	512	12.66
compound gates	288	4.846
simple gates	277	3.100
buf+inv	127	1.860
## metal layers
metal / GRT usage [%] / vias up / routed length [um]
met1: 19.76 / 10220 / 37030
met4: 3.072 / 2 / 2428
met3: 9.067 / 136 / 12760
met5: 0 / - / 9
li1: - / 9344 / -
met2: 24.60 / 1020 / 48610
## path summary, 6_finish.rpt
check                    from       end  cells past startpoint
setup / recovery     raddr[1]  dout[29]                      7
setup reg to reg    mem[1][9]   dout[9]                      5
hold / removal    mem[26][31]  dout[31]                      4
hold reg to reg   mem[26][31]  dout[31]                      4
## cell type report
| class | count | share of cell area, % |
|---|---|---|
| clock buffer | 148 | 6.357 |
| clock inverter | 56 | 1.093 |
| multi-input combinational | 1077 | 18.08 |
| sequential | 1056 | 65.93 |
| tap | 1768 | 4.646 |
| timing repair buffer | 191 | 3.889 |
## registers in the layout, summed over array words and instances, names as in the netlist
signal / flops
mem: 1024
dout: 32
## per-stage QoR
step | cell area (um^2) | hold WS [ns] | cells
after floorplan | 40490 | 0.5529 | 2260
after global placement | 44060 | 0.5789 | 4092
after detailed placement | 44060 | 0.5819 | 4092
after CTS | 47610 | 0.5939 | 4296
after global routing | 47610 | 0.6314 | 4296
final | 47610 | 0.5900 | 4296
## where the power goes
| part | total (mW) | internal (mW) | switching, mW | leakage (nW) |
|---|---|---|---|---|
| Clock | 9.23 | 5.45 | 3.78 | 1.73 |
| Sequential | 11.5 | 11.4 | 0.0805 | 9.49 |
| Combinational | 1.13 | 0.428 | 0.700 | 5.03 |
| Total | 21.9 | 17.3 | 4.56 | 16.3 |
## layout by cell type, fill, tap and decap left out, drive strengths merged, types with 34 or more instances in the layout
| cell type | n |
|---|---|
| nand2 | 98 |
| edfxtp | 1024 |
| clkdlybuf4s50 | 74 |
| buf | 117 |
| nand3 | 98 |
| a21oi | 96 |
| clkbuf | 148 |
| a22o | 64 |
| nor2 | 34 |
| mux2i | 512 |
| clkinv | 38 |
| a22oi | 96 |
Power is estimated from default activity; no workload was simulated.
